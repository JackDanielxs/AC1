File: design/flow/design.v
module g0603 (output s1,
            output s2,
            output s3,
            output s4,
            output s5,
            input  x, y, w, z);  
    assign s1 = (x&~y&~w&z) | (~x&y&~w&~z) | (~x&~y&w&z) | (x&~y&w&~z) | (~x&~y&w&~z) | (x&y&w&z);
    assign s2 = (~x&~y&~w&~z) | (x&~y&~w&z) | (~x&~y&~w&z) | (~x&~y&w&z) | (x&~y&w&~z) | (~x&~y&w&~z) | (x&~y&w&z);
    assign s3 = (~x&~y&~w&~z) | (x&~y&~w&z) | (~x&~y&w&z) | (x&~y&w&~z) | (~x&y&~w&z) | (x&y&~w&z) | (~x&~y&w&z) | (x&y&w&z);
    assign s4 = (~x&~y&w&z) | (x&~y&w&~z) | (~x&y&~w&~z) | (x&y&~w&z) | (~x&y&w&~z) | (x&~y&w&z) | (~x&y&w&z);
    assign s5 = (~x&~y&~w&~z) | (x&~y&~w&z) | (~x&~y&~w&z) | (~x&~y&w&~z) | (x&~y&~w&z) | (x&~y&~w&z) | (x&y&~w&z) | (x&~y&w&z);
endmodule  
module Guia_0603; 
    reg   x = 0, y = 0, w = 0, z = 0; 
    wire  s1, s2, s3, s4, s5; 
    integer i = 0; 
    g0603 EXP (s1, s2, s3, s4, s5, x, y, w, z); 
    initial begin: start 
        x=1'bx; y=1'bx; w=1'bx; z=1'bx;    
    end  
    initial begin: main 
        $display("Guia_0603 - Teste ");  
        $display("\na.) f(x, y, w, z) = ∑ m(1, 2, 6, 8, 12, 14)");
        $display(" x  y  w  z = s1"); 
        $monitor("%2b %2b %2b %2b = %2b", x, y, w, z, s1 ); 
        for (i = 0; i < 16; i = i + 1) begin
            { x, y, w, z } = i;
            #1;
        end  
        $display("\nb.) f(x, y, w, z) = ∑ m(0, 1, 3, 7, 8, 12, 15)");
        $display(" x  y  w  z = s2"); 
        $monitor("%2b %2b %2b %2b = %2b", x, y, w, z, s2 ); 
        for (i = 0; i < 16; i = i + 1) begin
            { x, y, w, z } = i;
            #1;
        end  
        $display("\nc.) f(x, y, w, z) = ∑ m(0, 1, 2, 7, 10, 11, 14, 15)");
        $display(" x  y  w  z = s3"); 
        $monitor("%2b %2b %2b %2b = %2b", x, y, w, z, s3 ); 
        for (i = 0; i < 16; i = i + 1) begin
            { x, y, w, z } = i;
            #1;
        end  
        $display("\nd.) f(x, y, w, z) = ∑ m(2, 4, 5, 6, 10, 13, 14)");
        $display(" x  y  w  z = s4"); 
        $monitor("%2b %2b %2b %2b = %2b", x, y, w, z, s4 );  
        for (i = 0; i < 16; i = i + 1) begin
            { x, y, w, z } = i;
            #1;
        end  
        $display("\ne.) f(x, y, w, z) = ∑ m(0, 1, 3, 5, 8, 9, 11, 13)");
        $display(" x  y  w  z = s5"); 
        $monitor("%2b %2b %2b %2b = %2b", x, y, w, z, s5 );  
        for (i = 0; i < 16; i = i + 1) begin
            { x, y, w, z } = i;
            #1;
        end  
    end  
endmodule  
File: design/flow/run.sh
#!/bin/bash
# OpenROAD 26Q1-2900-gdf79404cd8, Yosys 0.63+post, stock flow scripts
make -C /OpenROAD-flow-scripts/flow DESIGN_CONFIG=/design/flow/config.mk WORK_HOME=/design/flow/orfs finish
File: design/flow/config.mk
export PLATFORM = sky130hd
export DESIGN_NAME = g0603
export DESIGN_NICKNAME = g0603
export VERILOG_FILES = /design/flow/design.v
export SDC_FILE = /design/flow/constraint.sdc
export NUM_CORES = 4
export LEC_CHECK = 1
export CORE_AREA = 10 10 70 70
export DIE_AREA = 0 0 80 80
File: design/flow/constraint.sdc
current_design g0603

set clk_period 2.4
set clk_io_pct 0.2

create_clock -name clk0 -period $clk_period

set non_clock_inputs [all_inputs -no_clocks]
set_input_delay [expr $clk_period * $clk_io_pct] -clock clk0 $non_clock_inputs
set_output_delay [expr $clk_period * $clk_io_pct] -clock clk0 [all_outputs]
==> results.json <==
{
  "fin_crit_ps": 2260,
  "cts_hold_buf": 0,
  "finalCritPeriodShare": 0.942,
  "syn_area_per_cell_sq_um": 6.03,
  "wire_per_inst_microns": 6.46,
  "hold_slack_ps": 1840,
  "place.gp.congestion": 0.601,
  "hpwl_microns": 456,
  "wl_met1_microns": 208,
  "antenna_found_initial": 0,
  "peakVddDrop_v": 0.0000193,
  "placement.cell_area_sq_um": 322,
  "cts_setup_buffers": 0,
  "grt_max_degree": 11,
  "drt-total-wl_microns": 530,
  "crit_arrival_ps": 1780,
  "tool_warnings": 32,
  "pin_count": 9,
  "vias": 203,
  "core.rowCount": 21,
  "hold_violations": 0,
  "grt_pass1_vias": 168,
  "yosys-stat-area_sq_um": 133,
  "crit_buf_inv": 3,
  "gr-total-overflow": 0,
  "fill_cells": 404,
  "syn2layout_area_growth_pct": 144,
  "ys_seq_share": 0,
  "antenna_cells_inserted": 0,
  "wl_met3_microns": 51,
  "crit_family": "buffers and inverters",
  "crit_fanout": 5,
  "slew_viol_final": 0,
  "hold_class": "input pin to output pin",
  "ant_nets": 0,
  "fmax_mhz": 442,
  "final_util": 0.0949,
  "die_w_microns": 80,
  "drtPass1Iterations": 4,
  "cp_data_required_time_ps": 1920,
  "power_leakage_uw": 0.000123,
  "synth_warnings": 0,
  "coreArea_sq_um": 3420,
  "grt_pass1_wl_microns": 793,
  "path_cells": "dlygate4sd2_1 > nand2b_1 > buf_4 > o21ai_1 > a21o_1 > clkdlybuf4s50_1",
  "critPathSlowestCell": "clkdlybuf4s50_1",
  "setup.worst_path.end_class": "output pin",
  "outcome": "finished clean",
  "cellPowerDensity_nw_per_um2": 157,
  "logic_area_sq_um": 133,
  "seq_cells": 0,
  "fin_ws_ps": 139,
  "port-buffer-count": 9,
  "floorplan.core_util": 0.0388,
  "slew_headroom": 0.794,
  "place_ws_ps": -151,
  "clock_buffers": 0,
  "syn_area_sq_um": 133,
  "drv_cap": 0,
  "final_cells": 82,
  "synthDistinctLibCells": 15,
  "vias_per_cell": 2.48,
  "startpoint_type": "input pin",
  "layout-drive-gt1-share": 0.222,
  "syn-instance-count": 22,
  "max_stage_delay_ps": 450,
  "rsz0062_at_grt": "false",
  "drtIter0Drc": 26,
  "post_cts_resized": 5,
  "grtUsageTotal": 0.0148,
  "die_area_sq_um": 6400,
  "setup_viol": 0,
  "wl_met2_microns": 270,
  "regArea_sq_um": 0,
  "path_class": "input pin to output pin",
  "ys_cells": 22,
  "worst_slew_pin_slew_ps": 310,
  "drc": 0,
  "die_h_microns": 80,
  "fin_area_sq_um": 324,
  "maxUsedRoutingLayer": "met3",
  "dp.cells": 82
}
==> per-layer routing <==
layer  vias up  global-route usage
met3         0             0.00114
met4         0                   0
li1        113                   -
met1        84              0.0178
met2         6              0.0289
met5         -                   0
==> logic make-up after synthesis <==
logic type,Yosys count,share of synthesized area
AND-OR/OR-AND,9,0.406
buffers and inverters,2,0.0565
AND/OR/NAND/NOR,10,0.472
XOR/XNOR,1,0.0660
==> cell usage in the layout (no fill, tap or decap), types with 3 or more instances in the layout <==
| cell type | n |
|---|---|
| dlygate4sd2_1 | 4 |
| clkdlybuf4s50_1 | 5 |
| a21oi_1 | 5 |
| nor2_1 | 3 |
| buf_4 | 6 |
==> final timing paths <==
kind	start	to	slack, ps	cells after the start
worst max-delay path	w	s4	140	6
worst min-delay path	y	s1	1840	3
==> metrics by stage <==
step / power (uW) / setup TNS (ps)
2_1_floorplan: 17.1 / 0
3_3_place_gp: 52.6 / -352
3_5_place_dp: 52.8 / -350
4_1_cts: 52.2 / 0
5_1_grt: 55.6 / 0
6_report: 50.8 / 0
==> final cells by class <==
cell class                      instances  share of cell area
Multi-Input combinational cell         20               0.409
Timing Repair Buffer                   15               0.402
Tap cell                               46               0.178
Inverter                                1              0.0116
==> where the power goes <==
group          total (uW)  switching [uW]  internal [uW]
registers               0               0              0
clock network           0               0              0
logic                50.8            18.7           32.0
total                50.8            18.7           32.0
==> cell usage after synthesis <==
cell type | number | share of area
a21o_1 | 1 | 0.057
a21oi_1 | 5 | 0.19
and4_1 | 1 | 0.066
clkbuf_1 | 1 | 0.028
inv_1 | 1 | 0.028
nand2b_1 | 2 | 0.094
nand3_1 | 1 | 0.038
nand3b_1 | 1 | 0.057
nor2_1 | 3 | 0.085
nor3_2 | 1 | 0.075
nor3b_1 | 1 | 0.057
o21ai_1 | 1 | 0.038
o221ai_1 | 1 | 0.066
o31ai_1 | 1 | 0.057
xnor2_1 | 1 | 0.066
No activity file was given, so power comes from the tool's default toggle rates.
