--- flow/run.sh ---
#!/bin/bash
# OpenROAD 26Q1-2900-gdf79404cd8, Yosys 0.63+post, stock flow scripts
make -C /OpenROAD-flow-scripts/flow DESIGN_CONFIG=/design/flow/config.mk WORK_HOME=/design/flow/orfs finish
--- flow/config.mk ---
export PLATFORM = sky130hd
export DESIGN_NAME = g0604
export DESIGN_NICKNAME = g0604
export VERILOG_FILES = /design/flow/design.v
export SDC_FILE = /design/flow/constraint.sdc
export NUM_CORES = 4
export LEC_CHECK = 1
export CORE_AREA = 10 10 70 70
export DIE_AREA = 0 0 80 80
--- flow/constraint.sdc ---
current_design g0604

set clk_period 1.2
set clk_io_pct 0.2

create_clock -name clk0 -period $clk_period

set non_clock_inputs [all_inputs -no_clocks]
set_input_delay [expr $clk_period * $clk_io_pct] -clock clk0 $non_clock_inputs
set_output_delay [expr $clk_period * $clk_io_pct] -clock clk0 [all_outputs]
--- flow/design.v ---
module g0604 (output s1,
            output s2,
            output s3,
            output s4,
            output s5,
            input  X, Y, W, Z);  
    assign s1 = (~X|~Y|W|~Z) & (~X|Y|~W|~Z) & (X|Y|W|Z) & (X|~Y|~W|Z);
    assign s2 = (~X|~Y|W|Z) & (X|~Y|~W|~Z) & (~X|Y|W|~Z) & (~X|Y|~W|Z) & (X|Y|~W|~Z);
    assign s3 = (~X|~Y|W|~Z) & (X|~Y|W|Z) & (~X|Y|~W|Z) & (X|Y|~W|~Z) & (~X|~Y|~W|Z);
    assign s4 = (~X|Y|~W|Z) & (X|~Y|W|~Z) & (~X|Y|~W|~Z) & (X|~Y|W|Z) & (~X|~Y|W|~Z) & (X|~Y|~W|Z);
    assign s5 = (~X|~Y|W|~Z) & (~X|~Y|W|Z) & (X|Y|~W|~Z) & (X|Y|~W|Z) & (~X|~Y|~W|Z) & (X|Y|W|~Z) & (~X|Y|W|Z);
endmodule  
module Guia_0604; 
    reg   X = 0, Y = 0, W = 0, Z = 0; 
    wire  s1, s2, s3, s4, s5; 
    integer i = 0; 
    g0604 EXP (s1, s2, s3, s4, s5, X, Y, W, Z); 
    initial begin: start 
        X=1'bx; Y=1'bx; W=1'bx; Z=1'bx;    
    end  
    initial begin: main 
        $display("Guia_0604 - Teste ");  
        $display("\na.) F(X, Y, W, Z) = π M(2, 5, 7, 13)");
        $display(" X  Y  W  Z = s1"); 
        $monitor("%2b %2b %2b %2b = %2b", X, Y, W, Z, s1 ); 
        for (i = 0; i < 16; i = i + 1) begin
            { X, Y, W, Z } = i;
            #1;
        end  
        $display("\nb.) F(X, Y, W, Z) = π M(4, 6, 9, 11, 14)");
        $display(" X  Y  W  Z = s2"); 
        $monitor("%2b %2b %2b %2b = %2b", X, Y, W, Z, s2 ); 
        for (i = 0; i < 16; i = i + 1) begin
            { X, Y, W, Z } = i;
            #1;
        end  
        $display("\nc.) F(X, Y, W, Z) = π M(4, 7, 8, 10, 12)");
        $display(" X  Y  W  Z = s3"); 
        $monitor("%2b %2b %2b %2b = %2b", X, Y, W, Z, s3 ); 
        for (i = 0; i < 16; i = i + 1) begin
            { X, Y, W, Z } = i;
            #1;
        end  
        $display("\nd.) F(X, Y, W, Z) = π M(1, 5, 9, 11, 13, 15)");
        $display(" X  Y  W  Z = s4"); 
        $monitor("%2b %2b %2b %2b = %2b", X, Y, W, Z, s4 );  
        for (i = 0; i < 16; i = i + 1) begin
            { X, Y, W, Z } = i;
            #1;
        end  
        $display("\ne.) F(X, Y, W, Z) = π M(2, 3, 6, 7, 11, 13, 14)");
        $display(" X  Y  W  Z = s5"); 
        $monitor("%2b %2b %2b %2b = %2b", X, Y, W, Z, s5 );  
        for (i = 0; i < 16; i = i + 1) begin
            { X, Y, W, Z } = i;
            #1;
        end  
    end  
endmodule  
==> reports/qor.csv <==
stage,metric,value,unit
layout,drive_above_1_share,0.545,
layout,clkbuf_count,0,
yosys,synth-area-yosys,161,um^2
worst_setup_path,cp-start-kind,input port,
floorplan,ios,9,
placement,globalplace.congestion,0.650,
run,cap_violations,0,
yosys,adder_share,0,
timing,rsz0062_at_grt,false,
global_routing,grt_pass1_wl,890,um
yosys,yosys_cells,25,
timing,slew_headroom,0.899,
yosys,ys_top_cells_by_area,"buf_4 9.3%, nor2_1 9.3%, nand2b_1 7.8%, buf_6 7.0%, a21oi_1 6.2%",
drt,drtIter0Drc,13,
power_and_ir_drop,p_int,59.9,uW
worst_setup_path,crit_type,input port to primary output,
yosys,yosysWarningCount,0,
yosys,ys_sh_simple,0.349,
outcome,status,"finished, final reports clean",
floorplan,rows,21,
timing,whs,825,ps
drt,wl_per_cell,7.51,um
power_and_ir_drop,clockPowerShare,0,
power_and_ir_drop,cellPowerDensity,318,nW/um^2
worst_setup_path,worstPathArrival,910,ps
layout,area_growth,101,%
layout,regArea,0,um^2
layout,fin_cells,79,
timing,timing.final.crit_period,1150,ps
layout,design.seq.count,0,
yosys,synth_cell_types,18,
timing,setup_tns,0,ps
yosys,aoi_share,0.349,
floorplan,die_y,80,um
power_and_ir_drop,ir_worst_vdd,0.0461,mV
layout,utilization,0.0949,
drt,antenna_cells,0,
power_and_ir_drop,switchingPower,43.1,uW
yosys,logic_family,AND-OR/OR-AND gates,
worst_setup_path,crit_top_cell,buf_6,
drt,remaining_drc_errors,0,
drt,firstDrtPassIters,2,
global_routing,grt_pass1_vias,176,
yosys,synth.top_cells.by_count,"4 x nor2_1, 2 x a21oi_1, 2 x buf_4, 2 x nand2_1, 2 x nand2b_1",
global_routing,antenna_found_initial,0,
timing,fin_crit_sh,0.958,
global_routing,grt_start_max_net_pins,10,
yosys,largest_area_cell,buf_4,
worst_hold_path,hp-class,input port to primary output,
yosys,avgSynthCellArea,6.46,um^2
timing,clock.fmax,870,MHz
worst_setup_path,path_buffers,3,
placement,dp_cells,79,
run,warnings,32,
worst_setup_path,critPathTopFamily,buffers and inverters,
placement,portBuffers,9,
worst_setup_path,end_kind,primary output,
yosys,ys_seq_share,0,
yosys,netlist_instances,25,
power_and_ir_drop,leakagePower,0.000121,uW
floorplan,die-area,6400,um^2
power_and_ir_drop,seq_power_share,0,
worst_setup_path,critical-path-slowest-cell,o311a_1,
timing,setup_viol,0,
drt,drt-total-wl,593,um
power_and_ir_drop,sw_frac_of_total,0.418,
power_and_ir_drop,combPwrFrac,1.000,
worst_setup_path,cp.required,960,ps
drt,viasPerCell,2.46,
floorplan,fp_util,0.0473,
yosys,most_common_cell,nor2_1,
worst_setup_path,path_max_fanout,7,
floorplan,core_area,3420,um^2
timing,hold_viol_final,0,
placement,place_ws,-868,ps
global_routing,overflow,0,
yosys,mux_share,0,
worst_setup_path,crit_chain,buf_6 > buf_6 > o311a_1 > buf_2,
timing,setup_slack,50.8,ps
placement,dp_hpwl,482,um
timing,tightest_slew,150,ps
timing,slew_violations,0,
drt,final_antenna_net_count,0,
yosys,top_area_frac,0.0930,
clock_network,hold_buffers,0,
drt,via_count,194,
global_routing,grt_util_all_layers,0.0171,
floorplan,fp.dieW,80,um
yosys,syn_area,161,um^2
yosys,ys_sh_xor,0.109,
worst_setup_path,cpPeakStageDelay,330,ps
path summary, 6_finish.rpt:
path  startpoint  end  depth (start not counted)
min            X   s4                          4
max            X   s3                          4
power by group through the flow:
stage                 Sequential [uW]  Combinational, uW  Clock, uW
final                               0                103          0
after global routing                0                115          0
after CTS                           0                101          0
cells in the final DEF (no fill, tap or decap), drive strengths merged, types with 2 or more instances in the layout:
cell type,instances
buf,10
nor2,4
a21oi,2
nand2b,2
nand2,2
routing by layer:
layer | vias to the layer above | GRT usage | part of all wire
li1 | 103 | - | -
met1 | 86 | 0.0225 | 0.47
met2 | 5 | 0.0289 | 0.46
met3 | 0 | 0.00455 | 0.071
met4 | 0 | 0 | 0
met5 | - | 0 | 0
area by class of cell:
cell class         count  area, um^2
fillers              408        3090
multi-input cells     21         165
repair buffers        12         101
well taps             46        57.6
through the flow:
stage / cell area (um^2) / power [uW]
4_1_cts: 317 / 101
2_1_floorplan: 161 / 50.2
5_1_grt: 324 / 115
3_5_place_dp: 300 / 100
6_report: 324 / 103
3_3_place_gp: 300 / 99.3
kinds of logic (layout without fill, tap and decap cells):
family          count (synthesis)  count (layout)
simple gates                   11              11
compound gates                  8               8
buf+inv                         4              12
xor+xnor                        2               2
timing repair:
item | in CTS | in global routing
setup buffers | 0 | 0
pin swaps | 7 | 3
gates resized | 43 | 5
setup endpoints to repair | 5 | 3
Power is estimated from default activity; no workload was simulated.
